==> design/flow/design.v <==
module gb2_opt(
    input [17:0] x,
    output logic [1:0] z
);
always_comb begin 
	 z = 4'b0000;
	if(x==?18'b1?????????????0000) z |= 2'b10; 
	if(x==?18'b??1???????????1000) z |= 2'b10; 
	if(x==?18'b?1?????????????100) z |= 2'b10; 
	if(x==?18'b???????1??????0010) z |= 2'b10; 
	if(x==?18'b?????????1????1010) z |= 2'b10; 
	if(x==?18'b????????1??????110) z |= 2'b10; 
	if(x==?18'b???1??????????00?1) z |= 2'b10; 
	if(x==?18'b?????1????????10?1) z |= 2'b10; 
	if(x==?18'b????1??????????1?1) z |= 2'b10; 
	if(x==?18'b????1?????????0000) z |= 2'b01; 
	if(x==?18'b??????1???????1000) z |= 2'b01; 
	if(x==?18'b?????1?????????100) z |= 2'b01; 
	if(x==?18'b???????????1??0010) z |= 2'b01; 
	if(x==?18'b?????????????11010) z |= 2'b01; 
	if(x==?18'b????????????1??110) z |= 2'b01; 
	if(x==?18'b????????1?????00?1) z |= 2'b01; 
	if(x==?18'b??????????1???10?1) z |= 2'b01; 
	if(x==?18'b?????????1?????1?1) z |= 2'b01; 
end 
endmodule
==> design/flow/run.sh <==
#!/bin/bash
# OpenROAD 26Q1-2900-gdf79404cd8, Yosys 0.63+post, stock flow scripts
make -C /OpenROAD-flow-scripts/flow DESIGN_CONFIG=/design/flow/config.mk WORK_HOME=/design/flow/orfs finish
==> design/flow/config.mk <==
export PLATFORM = sky130hd
export DESIGN_NAME = gb2_opt
export DESIGN_NICKNAME = gb2_opt
export VERILOG_FILES = /design/flow/design.v
export SDC_FILE = /design/flow/constraint.sdc
export NUM_CORES = 4
export LEC_CHECK = 1
export CORE_AREA = 10 10 70 70
export DIE_AREA = 0 0 80 80
export SYNTH_HDL_FRONTEND = slang
==> design/flow/constraint.sdc <==
current_design gb2_opt

set clk_period 1.3
set clk_io_pct 0.2

create_clock -name clk0 -period $clk_period

set non_clock_inputs [all_inputs -no_clocks]
set_input_delay [expr $clk_period * $clk_io_pct] -clock clk0 $non_clock_inputs
set_output_delay [expr $clk_period * $clk_io_pct] -clock clk0 [all_outputs]
==> report_table.html <==
<p>Metrics extracted from the flow reports.</p>
<table>
<tr><th>Metric</th><th>Value</th></tr>
<tr><th colspan="2">Power</th></tr>
<tr><td>Leakage power figure</td><td>0.191 nW</td></tr>
<tr><td>Pwr dens</td><td>270 nW/um^2</td></tr>
<tr><td>Peak supply drop</td><td>0.0000853 V</td></tr>
<tr><td>Total power of the final layout</td><td>128 uW</td></tr>
<tr><th colspan="2">Timing</th></tr>
<tr><td>Final setup violation count</td><td>2</td></tr>
<tr><td>Period minus WS final</td><td>1490 ps</td></tr>
<tr><td>Setup TNS Final</td><td>-347 ps</td></tr>
<tr><td>Hold violation count in the final report</td><td>0</td></tr>
<tr><td>Rel. slew slack</td><td>0.844</td></tr>
<tr><td>Final count of pins violating max slew</td><td>0</td></tr>
<tr><td>Post-route setup slack</td><td>-195 ps</td></tr>
<tr><td>Transition at the pin with the smallest max-transition slack</td><td>234 ps</td></tr>
<tr><td>RSZ-0062 raised after global routing</td><td>yes</td></tr>
<tr><td>Highest achievable clock rate</td><td>669 MHz</td></tr>
<tr><td>Final worst path period share</td><td>1.15</td></tr>
<tr><th colspan="2">Floorplanning</th></tr>
<tr><td>Die boundary width</td><td>80 um</td></tr>
<tr><td>Starting density of the core</td><td>0.0564</td></tr>
<tr><td>Core area</td><td>3420 um^2</td></tr>
<tr><td>Vertical die size</td><td>80 um</td></tr>
<tr><td>Top Ports</td><td>20</td></tr>
<tr><td>Num rows</td><td>21</td></tr>
<tr><td>Die Footprint</td><td>6400 um^2</td></tr>
<tr><th colspan="2">Critical path</th></tr>
<tr><td>Path type of the worst setup path</td><td>in -&gt; out</td></tr>
<tr><td>Critical Path Fanout Max</td><td>4</td></tr>
<tr><td>Worst path required time</td><td>1040 ps</td></tr>
<tr><td>Nature of the critical path endpoint</td><td>output port</td></tr>
<tr><td>Chain of cells forming the critical path</td><td>buf_8 &gt; or3b_1 &gt; a32o_1 &gt; a22oi_2 &gt; buf_2</td></tr>
<tr><td>Element type at the critical path start</td><td>input port</td></tr>
<tr><td>Crit-path max cell delay</td><td>370 ps</td></tr>
<tr><td>Worst path slowest cell</td><td>sky130_fd_sc_hd__or3b_1</td></tr>
<tr><td>Data arrival time of the critical path</td><td>1230 ps</td></tr>
<tr><th colspan="2">Yosys</th></tr>
<tr><td>Synth top area cells</td><td>sky130_fd_sc_hd__and4bb_2 13%, sky130_fd_sc_hd__mux2_2 12%, sky130_fd_sc_hd__a32o_1 10%, sky130_fd_sc_hd__mux2i_1 10%, sky130_fd_sc_hd__a311oi_1 9.1%</td></tr>
<tr><td>Sequential area share after synthesis</td><td>0</td></tr>
<tr><td>Dominant cell area share</td><td>0.130</td></tr>
<tr><td>Distinct lib cells used</td><td>13</td></tr>
<tr><td>Yosys cell count</td><td>23</td></tr>
<tr><td>Total cell area reported by yosys after synthesis</td><td>193 um^2</td></tr>
<tr><td>Average instance area after synthesis</td><td>8.38 um^2</td></tr>
<tr><td>Cell area after synthesis</td><td>193 um^2</td></tr>
<tr><td>Cell type with the largest total area after synthesis</td><td>sky130_fd_sc_hd__and4bb_2</td></tr>
<tr><td>Instance tally after logic synthesis</td><td>23</td></tr>
<tr><td>Yosys warns</td><td>0</td></tr>
<tr><th colspan="2">Route</th></tr>
<tr><td>Number of iterations in the first detailed-routing pass</td><td>2</td></tr>
<tr><td>Routed wirelength normalized by instance count</td><td>11.3 um</td></tr>
<tr><td>WL final</td><td>1040 um</td></tr>
<tr><td>Count of routing violations after the opening detailed-route iteration</td><td>5</td></tr>
<tr><td>Vias per inst</td><td>3.14</td></tr>
<tr><td>Detailed-route via count</td><td>289</td></tr>
<tr><td># DRC</td><td>0</td></tr>
<tr><td>Number of antenna-violating nets in the routed design</td><td>0</td></tr>
<tr><td>Antenna fix cells</td><td>0</td></tr>
<tr><th colspan="2">GRT</th></tr>
<tr><td>Leftover overflow at the end of global routing</td><td>0</td></tr>
<tr><td>Via count of the first global-routing pass</td><td>325</td></tr>
<tr><td>Antenna violations before repair</td><td>0</td></tr>
<tr><td>Wire length of the first global-routing pass</td><td>1740 um</td></tr>
<tr><td>Largest net degree at the start of global routing</td><td>8</td></tr>
<tr><td>Total GRT Usage</td><td>0.0332</td></tr>
<tr><th colspan="2">Finish</th></tr>
<tr><td>Sequential cell count</td><td>0</td></tr>
<tr><td>Share of post-route cells with drive strength above 1</td><td>0.478</td></tr>
<tr><td>Count of clock-net buffers in the final layout</td><td>0</td></tr>
<tr><td>Reg area</td><td>0 um^2</td></tr>
<tr><td>Area grow syn2layout</td><td>146%</td></tr>
<tr><th colspan="2">Place</th></tr>
<tr><td>Place WS</td><td>-1000 ps</td></tr>
<tr><td>Number of buffer cells added on primary ports</td><td>20</td></tr>
<tr><td>Weighted congestion reported at the end of routability-driven placement</td><td>0.827</td></tr>
<tr><th colspan="2">CTS</th></tr>
<tr><td>Number of setup buffers added after CTS</td><td>0</td></tr>
<tr><th colspan="2">Hold path</th></tr>
<tr><td>Class of the tightest hold or removal check</td><td>in -&gt; out</td></tr>
<tr><th colspan="2">Run status</th></tr>
<tr><td>Violations in the final reports</td><td>negative setup slack</td></tr>
<tr><td>Outcome</td><td>finished, violations left</td></tr>
<tr><th colspan="2">Flow run</th></tr>
<tr><td>Max Cap Viol</td><td>0</td></tr>
<tr><td>Number of OpenROAD warnings</td><td>34</td></tr>
</table>
final cells by class:
| type | instances | area (um^2) |
|---|---|---|
| fill | 397 | 2940 |
| timing repair buffer | 25 | 211 |
| tap | 46 | 57.6 |
| multi-input combinational | 21 | 205 |
worst paths after layout:
| kind | end | from | cells after the start | slack (ps) |
|---|---|---|---|---|
| worst max-delay path | z[1] | x[3] | 5 | -190 |
| worst min-delay path | z[0] | x[3] | 5 | 990 |
per-stage QoR:
step	cells	cell area, um^2	util	hold slack, ps
after floorplan	23	193	-	561
after global placement	92	469	0.137	1590
after detailed placement	92	469	0.137	1590
after CTS	92	463	0.136	1000
after global routing	92	474	0.139	1020
final	92	474	0.139	989
critical path: cells and delay by family:
kind	cells	cell delay (ps)
and+or+nand+nor	1	370
buffers and inverters	2	230
AOI/OAI and AO/OA	2	380
kinds of logic (layout without fill, tap and decap cells):
| logic type | Yosys count | after routing | synth area share |
|---|---|---|---|
| and+or+nand+nor | 9 | 9 | 0.357 |
| AOI/OAI and AO/OA | 8 | 8 | 0.325 |
| buffers and inverters | 2 | 25 | 0.0974 |
| muxes | 4 | 4 | 0.221 |
per-layer routing:
| metal | track usage | part of all wire |
|---|---|---|
| met1 | 0.0514 | 0.57 |
| met2 | 0.0337 | 0.22 |
| met3 | 0.0273 | 0.21 |
| met4 | 0 | 0 |
| met5 | 0 | 0 |
timing repair:
| action | in CTS | in global routing |
|---|---|---|
| hold buffers | 0 | 0 |
| endpoints found under the setup margin | 2 | 2 |
| resized | 45 | 2 |
| pin swaps | 9 | 0 |
placed cells by master (no fill, tap or decap), drive strengths merged:
master / netlist / final
dlygate4sd2: 0 / 11
buf: 2 / 11
mux2i: 2 / 2
and4bb: 2 / 2
a311oi: 2 / 2
nand3b: 2 / 2
nand2: 2 / 2
or3b: 2 / 2
a22oi: 2 / 2
clkdlybuf4s50: 0 / 2
mux2: 2 / 2
a21oi: 2 / 2
a32o: 2 / 2
nor2: 1 / 1
clkdlybuf4s15: 0 / 1
power breakdown:
part,switching [mW],internal (mW)
Clock,0,0
Sequential,0,0
Combinational,0.0483,0.0799
Total,0.0483,0.0799
Power figures rest on the tool's default switching activity, not on a simulated workload.
