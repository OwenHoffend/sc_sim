## ./run.sh

```bash
#!/bin/bash
# OpenROAD 26Q1-2900-gdf79404cd8, Yosys 0.63+post, stock flow scripts
make -C /OpenROAD-flow-scripts/flow DESIGN_CONFIG=/design/flow/config.mk WORK_HOME=/design/flow/orfs finish
```

## ./constraint.sdc

```tcl
current_design gb2_opt2

set clk_period 1.3
set clk_io_pct 0.2

create_clock -name clk0 -period $clk_period

set non_clock_inputs [all_inputs -no_clocks]
set_input_delay [expr $clk_period * $clk_io_pct] -clock clk0 $non_clock_inputs
set_output_delay [expr $clk_period * $clk_io_pct] -clock clk0 [all_outputs]
```

## ./design.v

```verilog
module gb2_opt2(
    input [17:0] x,
    output logic [1:0] z
);
always_comb begin 
	 z = 4'b0000;
	if(x==?18'b1?????????????0000) z |= 2'b10; 
	if(x==?18'b??1???????????1000) z |= 2'b10; 
	if(x==?18'b?1?????????????100) z |= 2'b10; 
	if(x==?18'b???????1??????0010) z |= 2'b10; 
	if(x==?18'b?????????1????1010) z |= 2'b10; 
	if(x==?18'b????????1??????110) z |= 2'b10; 
	if(x==?18'b???1??????????00?1) z |= 2'b10; 
	if(x==?18'b?????1????????10?1) z |= 2'b10; 
	if(x==?18'b????1??????????1?1) z |= 2'b10; 
	if(x==?18'b????1?????????0000) z |= 2'b01; 
	if(x==?18'b??????1???????1000) z |= 2'b01; 
	if(x==?18'b?????1?????????100) z |= 2'b01; 
	if(x==?18'b???????????1??0010) z |= 2'b01; 
	if(x==?18'b?????????????11010) z |= 2'b01; 
	if(x==?18'b????????????1??110) z |= 2'b01; 
	if(x==?18'b????????1?????00?1) z |= 2'b01; 
	if(x==?18'b??????????1???10?1) z |= 2'b01; 
	if(x==?18'b?????????1?????1?1) z |= 2'b01; 
end 
endmodule
```

## ./config.mk

```make
export PLATFORM = sky130hd
export DESIGN_NAME = gb2_opt2
export DESIGN_NICKNAME = gb2_opt2
export VERILOG_FILES = /design/flow/design.v
export SDC_FILE = /design/flow/constraint.sdc
export NUM_CORES = 4
export LEC_CHECK = 1
export CORE_AREA = 10 10 70 70
export DIE_AREA = 0 0 80 80
export SYNTH_HDL_FRONTEND = slang
```

==> flow_summary.toml <==
# synthesis and place-and-route metrics
[run_status]
status = "finished, violations left"
violations = "negative setup slack"

[timing]
setup_viol = 2
worst_slew_margin_rel_pct = 84.4
worst_pin_slew_ps = 234
rsz0062_at_grt = "yes"
hold_viol_final = 0
slew_viol_final = 0
fmax_mhz = 669
finalClockPeriodUsage_pct = 115
period_minus_slack_ps = 1490
whs_ps = 989
setup_ws_ps = -195

[die]
dieArea_mm2 = 0.00640
die_w_um = 80
rows = 21
die_height_um = 80
io_pins = 20
fp_util_pct = 5.64
core_mm2 = 0.00342

[power]
leakagePower_nw = 0.191
pwr-share-clk_pct = 0
finalPower_mw = 0.128
seqPwrFrac_pct = 0
vdd_drop_max_mv = 0.0853
swShare_pct = 37.7
comb_power_share_pct = 100.0
power_density_mw_per_mm2 = 270
power_switching_mw = 0.0483
cell_internal_pwr_mw = 0.0799

[synthesis]
synth_area_per_cell_um2 = 8.38
seq_area_frac_synth_pct = 0
yosys_area_um2 = 193
ys_warn_count = 0
synthCells = 23
synth.distinct_cells = 13
yosysCellCount = 23
syn_area_um2 = 193

[global_route]
grtUsageTotal_pct = 3.32
overflow = 0
grt_pass1_vias = 325
grt_pass1_wl_um = 1740
grt_max_degree = 8
antenna_found_initial = 0

[final_layout]
lay_top_count = "dlygate4sd2_1"
drive_gt1_share_pct = 47.8
seq_area_um2 = 0
final_area_um2 = 474
flops = 0
n_fill_cell = 397
most-common-layout-cells = "11 x dlygate4sd2_1, 5 x buf_4, 4 x buf_2"
logic_area_um2 = 205
area_delta_synth_final_pct = 146
nClkBuffers = 0

[drt]
wl_per_cell_um = 11.3
firstDrtPassIters = 2
dr_total_vias = 289
diodes = 0
remaining_drc_errors = 0
wirelength_um = 1040
ant_nets = 0
vias_per_cell = 3.14
drtIter0Drc = 5

[placement]
io_buffer_count = 20
gp_congestion = 0.827
post_dp_cell_area_um2 = 469

[setup_path]
critical_path_arrival_ps = 1230
startpoint_type = "input pin"
worstPathRequired_ps = 1040
crit_type = "in2out"
critPathMaxFanout = 4
end_kind = "primary output"

[run]
max-cap-violations = 0
warnings = 34

[clocking]
hold_buffers = 0
cts_setup_buffers = 0

[min_path]
min_path_type = "in2out"
-- critical path, stage by stage --
cell and delay (ps):
buf_8 100, or3b_1 370, a32o_1 230, a22oi_2 150
buf_2 130
-- power by group through the flow --
stage,logic (mW),clock network (mW),registers (mW)
after global routing,0.140,0,0
after CTS,0.122,0,0
final,0.128,0,0
-- Yosys cell counts --
cell      n  area share [%]
a311oi_1  2             9.1
mux2i_1   2              10
and4bb_2  2              13
mux2_2    2              12
a21oi_1   2             5.2
or3b_1    2             9.1
a22oi_1   2             7.8
nand3b_1  2             7.8
buf_4     1             3.9
a32o_1    2              10
nor2_1    1             1.9
buf_6     1             5.8
nand2_1   2             3.9
-- path summary, 6_finish.rpt --
| check | endpoint | from | slack [ps] | depth (start not counted) |
|---|---|---|---|---|
| worst max-delay path | z[1] | x[3] | -190 | 5 |
| worst min-delay path | z[0] | x[3] | 990 | 5 |
-- layout make-up --
| class | instances | area share, % |
|---|---|---|
| repair buffers | 25 | 44.6 |
| multi-input cells | 21 | 43.3 |
| well taps | 46 | 12.1 |
-- cells by family after synthesis --
family                 after synthesis  synth area share, %
and+or+nand+nor                      9                 35.7
AOI/OAI and AO/OA                    8                 32.5
muxes                                4                 22.1
buffers and inverters                2                 9.74
-- stage by stage --
stage / setup TNS, ps / cells / utilization (%) / worst slack (ps)
2_1_floorplan: 0 / 23 / - / 35.0
3_3_place_gp: -1940 / 92 / 13.7 / -988
3_5_place_dp: -1970 / 92 / 13.7 / -1000
4_1_cts: -361 / 92 / 13.6 / -186
5_1_grt: -444 / 92 / 13.9 / -242
6_report: -347 / 92 / 13.9 / -195
-- layer usage --
metal / track usage [%] / share of wire, %
met1: 5.14 / 57
met3: 2.73 / 21
met4: 0 / 0
met5: 0 / 0
met2: 3.37 / 22
-- timing repair --
item                       4_1_cts  5_1_grt
pin swaps                        9        0
resized                         45        2
cloned                           0        0
setup endpoints to repair        2        2
Power figures rest on the tool's default switching activity, not on a simulated workload.
