### flow/config.mk
export PLATFORM = sky130hd
export DESIGN_NAME = seq_reco
export DESIGN_NICKNAME = seq_reco
export VERILOG_FILES = /design/flow/design.v
export SDC_FILE = /design/flow/constraint.sdc
export NUM_CORES = 4
export LEC_CHECK = 1
export CORE_AREA = 10 10 70 70
export DIE_AREA = 0 0 80 80
export SYNTH_HDL_FRONTEND = slang
### flow/constraint.sdc
current_design seq_reco

set clk_period 1.1
set clk_io_pct 0.2

create_clock -name clk0 -period $clk_period [get_ports {clk}]

set non_clock_inputs [all_inputs -no_clocks]
set_input_delay [expr $clk_period * $clk_io_pct] -clock clk0 $non_clock_inputs
set_output_delay [expr $clk_period * $clk_io_pct] -clock clk0 [all_outputs]
### flow/design.v
module seq_reco( 
    input x, y, clk, rst_n,
    output logic x_reco_r, y_reco_r
);
localparam INIT = 2'b00,
           SAVE_X = 2'b01,
           SAVE_Y = 2'b10;
logic [1:0] state, next_state;
logic x_reco, y_reco;
always_ff @(posedge clk or negedge rst_n)
    if(!rst_n) state <= INIT;
    else       state <= next_state;
always_comb begin : next_state_logic
    next_state = state;
    unique case(state)  
        INIT: if(x != y) begin
            if(x) next_state = SAVE_X;
            else  next_state = SAVE_Y;
        end
        SAVE_X: if(y && !x) next_state = INIT;
        SAVE_Y: if(x && !y) next_state = INIT;
    endcase
end : next_state_logic
always_ff @(posedge clk or negedge rst_n) begin
    if(!rst_n) begin
        x_reco_r <= 1'b0;
        y_reco_r <= 1'b0;
    end else begin
        x_reco_r <= x_reco;
        y_reco_r <= y_reco;
    end
end
always_comb begin : output_logic
    x_reco = x;
    y_reco = y;
    if(x != y) begin
        unique case(state)
            INIT: begin
                x_reco = 1'b0;
                y_reco = 1'b0;
            end
            SAVE_X: if(y) x_reco = 1'b1;
            SAVE_Y: if(x) y_reco = 1'b1;
        endcase
    end
end : output_logic
endmodule
### flow/run.sh
#!/bin/bash
# OpenROAD 26Q1-2900-gdf79404cd8, Yosys 0.63+post, stock flow scripts
make -C /OpenROAD-flow-scripts/flow DESIGN_CONFIG=/design/flow/config.mk WORK_HOME=/design/flow/orfs finish
==> impl_metrics.toml <==
# flow metrics
[global_route]
grt_max_degree = 6
track_usage = 0.0200
grt_pass1_vias = 245
overflow = 0
grt_pass1_wl_um = 1060
antenna_found_initial = 0

[synth]
yosysCellCount = 25
edf_count = 0
ys_warn_count = 0
synth_flops = 5
synth_seq_share = 0.474
most_common_cell = "inv_1"
ys_types = 10
synth.area.top_cells = "dfrtp_1 38%, ha_1 19%, dfstp_2 9.9%, o21ai_0 7.5%, inv_1 7.0%"
yosys.area.top_type = "dfrtp_1"
avgSynthCellArea_um2 = 10.7
synth_cells = 25
yosys-stat-area_um2 = 267
synthArstFlopShare = 1.00
syn_area_um2 = 267
flop_cell = "dfrtp_1"
top_cell_area_share = 0.376
yosys-top-cells-count = "5 x inv_1, 4 x dfrtp_1, 4 x ha_1, 4 x o21ai_0"

[sta]
tightest_slew_ns = 0.215
fmax_mhz = 966
whs_ns = 0.197
finClkSkew_ns = 0.00103
max-slew-margin-rel = 0.856
fin_crit_ns = 1.04
tns_ns = 0
timing.final.hold_violations = 0
period_used_share = 0.941
drv_slew = 0
rsz0062_at_grt = "false"
setup_viol = 0

[critical_path]
critical_path_buf_inv_count = 1
worstPathMaxFanout = 1
cp_cell_sequence = "dlygate4sd2_1"
crit_type = "register to output port"
required_ns = 0.88
critPathCaptureType = "output port"
cpMaxStageDelayCell = "dfrtp_1"
max_stage_delay_ns = 0.35
critPathTopFamily = "flip-flops"
critPathArrivalTime_ns = 0.82
worstSetupStartpointType = "register"

[cts]
clk_pin_slew_ns = 0.04
clk_latency_ns = 0.24
cts_tree = "yes"
clockBufferDepth = 2
cts_made_buffers = 3
root_buffer = "clkbuf_4"
clock_sinks = 5
ctsHtreeMaxLevel = 1

[route]
wirelength_um = 541
ant_nets = 0
antennaDiodeCount = 0
wl_per_cell_um = 6.44
drtPass1Iterations = 3
first_iter_violations = 4
vias = 213
drc = 0
via_per_inst = 2.54

[power_and_ir_drop]
leakagePower_uw = 0.000194
ir_drop_v = 0.000342
powerDensity_mw_per_mm2 = 1340

[final_layout]
fillers = 395
layout-drive-gt1-share = 0.316
area_delta_synth_final_pct = 64.3

[die]
ios = 6
die_h_um = 80
core_mm2 = 0.00342
fp_util = 0.0780
fp.dieW_um = 80
rows = 21
fp.dieArea_mm2 = 0.00640

[placement]
place_congestion = 0.707
io_buffer_count = 5

[run]
drv_cap = 0
warnings = 28

[run_status]
status = "finished, final reports clean"

[min_path]
hold_class = "input pin to asynchronous set/reset pin"
## final timing paths
check / startpoint / to / slack [ns] / cells past startpoint
hold / removal: rst_n / y_reco_r / 0.20 / 1
setup / recovery: y_reco_r / y_reco_r / 0.06 / 1
max in group asynchronous: rst_n / state[0] / 0.65 / 1
hold reg to reg: state[0] / state[0] / 0.52 / 2
min in group clk0: y / y_reco_r / 0.50 / 3
setup reg to reg: state[0] / y_reco_r / 0.12 / 2
## flip-flops by register name, indices dropped and copies added (netlist names)
register,count
x_reco_r,1
y_reco_r,1
state,3
## worst register-to-register path: cells and delay by family, from the launching register on
family | cells | cell delay (ns)
AOI/OAI and AO/OA | 2 | 0.31
DFF | 1 | 0.56
## routing by layer
metal  up-vias  GRT usage  routed length [um]
met5         -          0                   0
met4         0    0.00704                   4
met3         2     0.0125                  70
met2         8     0.0233                 167
met1        96     0.0282                 298
li1        107          -                   -
## per-stage QoR
| step | power (uW) | util | instance area [um^2] | instances | setup slack (ns) |
|---|---|---|---|---|---|
| final | 588 | 0.128 | 438 | 84 | 0.0648 |
| after global routing | 640 | 0.128 | 438 | 84 | 0.0145 |
| after CTS | 599 | 0.128 | 438 | 84 | 0.0480 |
| after detailed placement | 382 | 0.118 | 404 | 80 | -0.483 |
| after global placement | 375 | 0.118 | 404 | 80 | -0.466 |
| after floorplan | 309 | - | 267 | 25 | 0.0610 |
## placed cells by master (no fill, tap or decap), drive strengths merged
cell type      Yosys  final
nand2              2      2
dlygate4sd2        0      4
inv                5      5
dfrtp              4      4
o21ai              5      5
clkdlybuf4s50      0      1
a22oi              1      1
nor2b              1      1
a22o               2      2
buf                0      4
ha                 4      4
dfstp              1      1
clkbuf             0      4
## kinds of logic (layout without fill, tap and decap cells)
| group | after synthesis | count (layout) | share of synthesized area |
|---|---|---|---|
| and+or+nand+nor | 3 | 3 | 0.0798 |
| AOI/OAI and AO/OA | 8 | 8 | 0.188 |
| buffers and inverters | 5 | 18 | 0.0704 |
| adders and majority gates | 4 | 4 | 0.188 |
| DFF | 5 | 5 | 0.474 |
## power by group
| part | leakage [uW] | switching [uW] | internal, uW |
|---|---|---|---|
| Combinational | 0.000119 | 47.7 | 70.4 |
| Sequential | 0.0000598 | 30.1 | 228 |
| Clock | 0.0000150 | 74.2 | 137 |
## cell type report
class	count	area, um^2	share of cell area
Clock buffer	4	26.3	0.0600
Inverter	5	18.8	0.0429
Multi-Input combinational cell	15	134	0.306
Sequential cell	5	126	0.289
Tap cell	46	57.6	0.131
Timing Repair Buffer	9	75.1	0.171
## repair_timing
| action | CTS | global route |
|---|---|---|
| endpoints found under the setup margin | 6 | 0 |
| hold buffers | 0 | 0 |
| setup buffers | 0 | 0 |
| gates resized | 7 | 0 |
Power figures rest on the tool's default switching activity, not on a simulated workload.
